[constraint.sdc]
current_design peak_detector

set clk_period 7.3
set clk_io_pct 0.2

create_clock -name clk0 -period $clk_period [get_ports {clk}]

set non_clock_inputs [all_inputs -no_clocks]
set_input_delay [expr $clk_period * $clk_io_pct] -clock clk0 $non_clock_inputs
set_output_delay [expr $clk_period * $clk_io_pct] -clock clk0 [all_outputs]
[config.mk]
export PLATFORM = sky130hd
export DESIGN_NAME = peak_detector
export DESIGN_NICKNAME = peak_detector
export VERILOG_FILES = /design/flow/design.v
export SDC_FILE = /design/flow/constraint.sdc
export NUM_CORES = 4
export LEC_CHECK = 1
export CORE_UTILIZATION = 40
[run.sh]
#!/bin/bash
# OpenROAD 26Q1-2900-gdf79404cd8, Yosys 0.63+post, stock flow scripts
make -C /OpenROAD-flow-scripts/flow DESIGN_CONFIG=/design/flow/config.mk WORK_HOME=/design/flow/orfs finish
[design.v]
module peak_detector 
	(
		input clk,
		input signed [11 : 0] lowpass_data,
		input signed [11 : 0] highpass_data,
		output reg [11 : 0] peak_high,
		output reg [11 : 0] peak_low,
		output reg valid
	);
reg [18 : 0] counter;
reg signed [11 : 0] peak_highpass;
reg signed [11 : 0] peak_lowpass;
always @(posedge clk) begin
	if (counter >= 26'd333_000) begin  
		counter <= 0;
		peak_high <= peak_highpass;
		peak_low <= peak_lowpass;
		peak_highpass <= 0;
		peak_lowpass <= 0;
		valid <= 1;
	end else begin
		counter <= counter + 1'b1;
		peak_high <= peak_high;
		peak_low <= peak_low;
		valid <= 0;
		if (peak_highpass < highpass_data) begin
			peak_highpass <= highpass_data;
		end else begin
			peak_highpass <= peak_highpass;
		end
		if (peak_lowpass < lowpass_data) begin
			peak_lowpass <= lowpass_data;
		end else begin
			peak_lowpass <= peak_lowpass;
		end
	end
end
endmodule
==> deck_impl_summary.md <==
Physical Implementation Snapshot

Run status
  – Status: finished, final reports clean

Final timing
  – RSZ-0062 raised after global routing: no
  – Slew Viols, Final: 0
  – Final worst slack: 3590 ps
  – Final Critical Period: 3710 ps
  – Worst slew pin tran: just under 900 ps
  – Fin. Hold Viols: 0
  – FMAX: 0.269 GHz
  – Final setup vio count: 0
  – Clock skew: between 8 and 9 ps
  – Worst hold margin: 491 ps
  – Fin crit share: 50.8%
  – Slew HR: between 40% and 50%
  – Setup_tns: 0 ps

Synthesis
  – Post-synthesis cell count: roughly 380
  – Yosys reg bits: about 68
  – FFs w/ async S/R, synth: 0%
  – YS warnings: 1
  – Dominant cell area share: between 20% and 30%
  – Top FF cell, synth: dfxtp_1
  – YS chip area: 3510 um2
  – Syn avg cell area: 9.21 um2
  – Cell count listed in synth_stat.txt: roughly 380
  – Yosys top cell by area: dfxtp_1
  – Mapped Area: approximately 3500 um2
  – Flip-flops with a built-in enable: 24
  – Synth Seq Share: a little under half
  – Post-synth area hogs: dfxtp_1, edfxtp_1, ha_1
  – Synth unique cells: approximately 43

Global routing
  – Initial antenna violation count: 0
  – Largest net degree at the start of global routing: about 54
  – Tot GR Track Use: ~17%
  – Routing usage on met2: 25.1%
  – Total grt overflow: 0
  – Met3 usage: 2.35%
  – Busiest grt layer: met1
  – GRT met1 Usage: 29.0%
  – Global-route wire length before repair: roughly 12000 um
  – Vias in the first global route: about 2500

CTS
  – Clock tree buffer depth: 2
  – Clk latency late pin: 340 ps
  – Post-CTS sizing: 0
  – CTS H-tree depth: 3
  – CTS tree: built
  – Clk Tree Root Cell: clkbuf_8
  – Total CTS buffers: 9
  – Clk sinks: around 68
  – # hold bufs at CTS: 0
  – CTS clk-pin slew, worst paths: roughly 70 ps
  – Postcts setup bufs: 0

Pwr
  – Pwr dens: between 300 and 400 nW/um2
  – Switching Fraction: 37.4%
  – Pleak: about 1.7 nW
  – Clk network pwr share: between 20% and 30%
  – VDD IR max: between 0.1 and 0.15 mV
  – Register share of total power: between 30 and 40%
  – Sw power: between 0.5 and 0.6 mW
  – Total Power: approximately 1.5 mW
  – Pint: 0.940 mW
  – Gate power share: a little over 40%

Placement
  – HPWL Detailed: between 4000 and 5000 um
  – PortBufs: slightly below 50
  – Placed cells: 518
  – Setup Slack @ Placement: 3280 ps
  – RePlAce Congestion: 0.842

Run
  – Max-capacitance violation count: 0
  – OpenROAD warning count: 26

Routing
  – Antenna Cells: 0
  – DR vias/cell: 5.56
  – Total number of vias: slightly below 3000
  – DR iter-0 viols: between 150 and 200
  – Post-route antenna net violation count: 0
  – # DRC: 0
  – Drt pass-1 iters: 4
  – Drt wl/cell: around 14 um
  – Routed WL: roughly 7400 um

Layout
  – Fill count: roughly 760
  – Commonest Layout Cell: clkdlybuf4s50_1
  – Layout area overhead: 22.1%
  – Fin cells: 534
  – Share of layout cells above drive strength 1: 5.83%
  – Most instantiated logic cells after routing: clkdlybuf4s50_1, dfxtp_1, a21oi_1, nand3_1, nand2_1

Die
  – Die height: 95.7 um
  – Placeable Area: 8340 um2
  – FP Util: a little over two fifths
  – Die area: about 9200 um2
  – Site row count: 33
  – Num ports: about 50
  – Die Width: around 96 um

Setup path
  – CP Capture Type: register
  – Critical setup path kind: in -> reg
  – Data arrival, critical path: roughly 4000 ps
  – Type of element launching the critical path: input port
  – Crit path required time: between 7000 and 8000 ps
  – Worst-path fanout max: 25

Worst hold path
  – Type of the most critical hold path: reg -> reg
==> flip-flops by register name, summed over array words and instances (netlist names) <==
register and count:
counter 19, peak_high 12, peak_highpass 12, peak_low 12, peak_lowpass 12, valid 1
==> worst max-delay path, stage by stage <==
cell	delay (ps)
clkdlybuf4s50_1	450
inv_1	50
ha_1	330
nand2b_1	570
and3b_1	570
a211oi_1	270
o21ai_0	130
a21oi_1	130
==> metrics by stage <==
stage	util, %	cell area [um2]
floorplan	-	3510
global placement	48.8	4070
detailed placement	48.8	4070
CTS	51.4	4280
global route	51.4	4280
finish	51.4	4280
==> routing by layer <==
metal | share of wire (%) | wire length, um
met1 | 51 | 3730
met2 | 43 | 3140
met3 | 5.1 | 378
met4 | 1.8 | 135
met5 | 0 | 0
==> power by group through the flow <==
stage / logic (mW) / registers [mW] / clock network (mW)
final: 0.606 / 0.560 / 0.334
after global routing: 0.683 / 0.571 / 0.362
after CTS: 0.603 / 0.558 / 0.345
==> cells in the mapped netlist, types with 2 or more instances <==
master / count
a211oi_1: 12
a21o_1: 2
a21oi_1: 40
a221oi_1: 2
a31oi_1: 15
and3_1: 4
and4_1: 2
buf_2: 2
buf_4: 4
clkbuf_1: 16
dfxtp_1: 44
edfxtp_1: 24
ha_1: 24
inv_1: 25
nand2_1: 32
nand2b_1: 3
nand3_1: 33
nand4_1: 3
nor2_1: 22
nor2b_1: 2
nor3_1: 7
nor4_1: 2
o21a_1: 2
o21ai_0: 16
o311a_1: 11
xnor2_1: 8
xor2_1: 8
==> area by class of cell <==
class / count / area (um2) / share of cell area (%)
inverter: 25 / 93.8 / 2.19
sequential: 68 / 1600 / 37.4
multi-input combinational: 266 / 1710 / 40.0
clock buffer: 9 / 124 / 2.89
clock inverter: 7 / 91.3 / 2.13
tap: 105 / 131 / 3.07
timing repair buffer: 54 / 528 / 12.3
==> final timing paths <==
path                      from               end  slack [ps]  cells past startpoint
max reg2reg         counter[9]      peak_high[5]        4730                      5
max          highpass_data[11]  peak_highpass[4]        3590                      8
min                 counter[0]        counter[0]         490                      1
min reg2reg         counter[0]        counter[0]         490                      1
==> cell families (layout without fill, tap and decap cells) <==
| group | count (synthesis) | count (layout) | synth area share [%] |
|---|---|---|---|
| compound gates | 110 | 110 | 20.5 |
| xor+xnor | 16 | 16 | 3.99 |
| fa+ha+maj | 24 | 24 | 8.56 |
| buf+inv | 47 | 95 | 5.53 |
| flops | 68 | 68 | 45.6 |
| simple gates | 116 | 116 | 15.8 |
Power is estimated from default activity; no workload was simulated.
