--- ./design.v ---
module ram_dual
(
	input [6:0] data,							 
	input [10:0] read_addr, write_addr,  
	input we, read_clock, write_clock,	
	output reg [6:0] q
);
	reg [6:0] ram[2047:0];
	always @ (posedge write_clock)
	begin
		if (we)
			ram[write_addr] <= data;
	end
	always @ (posedge read_clock)
	begin
		q <= ram[read_addr];
	end
endmodule
module ram_manager
	(
		input read_clock,
		input write_clock,
		input valid,			 
		input [9 : 0] x_pos, y_pos,
		input [11 : 0] peak_low,
		input [11 : 0] peak_high,
		output [11 : 0] rom_low,
		output [11 : 0] rom_high
	);
reg [8 : 0] write_index;
reg [8 : 0] read_index;
ram_dual high_ram(.data(peak_high),
						.read_addr(read_index),
						.write_addr(write_index),
						.we(valid),
						.read_clock(read_clock),
						.write_clock(write_clock),
						.q(rom_high));
ram_dual low_ram(.data(peak_low),
					  .read_addr(read_index),
					  .write_addr(write_index),
					  .we(valid),
					  .read_clock(read_clock),
					  .write_clock(write_clock),
					  .q(rom_low));
always @(posedge write_clock) begin
	if (write_index == 272) begin
		write_index <= 0;
	end else if (valid) begin
		write_index <= write_index + 1'b1;
	end else begin
		write_index <= write_index;
	end
end
always @(posedge read_clock) begin
	read_index <= write_index - y_pos;
end
endmodule
--- ./run.sh ---
#!/bin/bash
# OpenROAD 26Q1-2900-gdf79404cd8, Yosys 0.63+post, stock flow scripts
make -C /OpenROAD-flow-scripts/flow DESIGN_CONFIG=/design/flow/config.mk WORK_HOME=/design/flow/orfs finish
--- ./config.mk ---
export PLATFORM = sky130hd
export DESIGN_NAME = ram_manager
export DESIGN_NICKNAME = ram_manager
export VERILOG_FILES = /design/flow/design.v
export SDC_FILE = /design/flow/constraint.sdc
export NUM_CORES = 4
export LEC_CHECK = 1
export CORE_UTILIZATION = 40
export SYNTH_MEMORY_MAX_BITS = 65536
--- ./constraint.sdc ---
current_design ram_manager

set clk_period 208.0
set clk_io_pct 0.2

create_clock -name clk0 -period $clk_period [get_ports {read_clock}]
create_clock -name clk1 -period $clk_period [get_ports {write_clock}]

set non_clock_inputs [all_inputs -no_clocks]
set_input_delay [expr $clk_period * $clk_io_pct] -clock clk0 $non_clock_inputs
set_output_delay [expr $clk_period * $clk_io_pct] -clock clk0 [all_outputs]
==> results_slide.txt <==
Key Metrics from the Run

Clocking
  • TritonCTS clock tree: built
  • Clock transition at path regs: 0.06 ns
  • Number of setup buffers added after CTS: 0
  • Number of hold buffers added after CTS: 0
  • TritonCTS Sinks: between 7000 and 8000
  • Cells resized by post-CTS repair: 0

Synthesis
  • Post-Syn Instances: 13800
  • Top cell area share: 76.3%
  • Basic Gates by Area: under 10%
  • Ys cells: 13800
  • Synthesized flop and latch total: about 7000
  • Area leader, netlist: sky130_fd_sc_hd__edfxtp_1
  • Fraction of registers with async set/reset: 0%
  • Most used standard cell by instance count after synthesis: sky130_fd_sc_hd__edfxtp_1
  • Adders+Majority by Area: 0.0603%
  • Number of enable-type register cells in the synthesized netlist: 7168
  • Synth warnings: 10
  • Most common reg cell: sky130_fd_sc_hd__edfxtp_1
  • Area share of xor/xnor cells in the synthesized design: 0.0434%
  • Cell variety after synth: roughly 94
  • Cell area after synthesis: 282000 µm²
  • Most frequent cells after synthesis: sky130_fd_sc_hd__edfxtp_1 (7168), sky130_fd_sc_hd__mux2i_1 (1296), sky130_fd_sc_hd__mux4_2 (1039)
  • AND-OR/OR-AND share of the synthesized area: 4.26%
  • Mux cell area share: 14.3%
  • Chip area line of the yosys report: around 280000 µm²
  • Leading cell types by total area after synthesis: sky130_fd_sc_hd__edfxtp_1 (76%), sky130_fd_sc_hd__mux4_2 (8.3%), sky130_fd_sc_hd__mux2i_1 (4.6%)
  • Syn avg cell area: 20.5 µm²
  • Top non-seq family: multiplexers
  • Synth Seq Share: 76.5%

Die
  • Horizontal die dimension: 842 µm
  • Number of top-level pins: 71
  • Area of the die: 709000 µm²
  • Standard-cell rows: 308
  • DIE HEIGHT: 842 µm
  • Core region area: 703000 µm²
  • Pre-Place Util: about two fifths

Pwr
  • Cell Pwr Density: ~13 nW/µm²
  • Max IR drop VDD: 0.0143 mV
  • Leakage power summed over all cells: approximately 100 nW

Route
  • WL per Instance: approximately 34 µm
  • Number of search-and-repair iterations in the first detailed-routing pass: 6
  • Wire length after detailed routing: between 800000 and 900000 µm
  • Detailed Route Iter0 Violations: 10200
  • Number of remaining DRC errors: 0
  • Post-detailed-route via-to-cell ratio: between 5 and 6
  • Remaining number of nets flagged by the antenna check after routing: 0
  • Number of vias after detailed routing: 143000

Status
  • Result of the run: completed

Cells and area
  • Area growth from synthesis to final layout: 12.7%
  • Share of cells above drive strength 1: around a fifth
  • Number of standard cells in the layout, taps in and fillers out: 24700
  • Final core utilization: approximately 45%

GRT
  • Wire length of the first global-routing pass: 1160000 µm
  • Overall fraction of global-route tracks in use: 25.5%
  • Pin count of the biggest net entering global routing: 106
  • Grt ovf: 0
  • Initial antenna violation count: between 70 and 80
  • Number of global-route vias before repair: 150000

Setup path
  • Category of the worst setup path launch point: primary input
  • Reg2Reg Capture Point: high_ram.q[1]
  • Slack of the worst reg-to-reg path: 199.60 ns
  • Category of the critical setup timing path: in -> reg
  • R2r startpoint: read_index[0]
  • Capturing element of the worst setup path: low_ram.ram[429][3]
  • Crit. Startpoint: valid
  • WP data required: 208.82 ns
  • Worst EP arrival: 45.04 ns
  • Depth of the worst register-to-register path: 15
  • Element type at the critical path end: flip-flop
  • Max FO, Critical Path: 19

STA
  • Sum of negative setup slack: 0 ns
  • Fin. max-slew vios: 0
  • Final Hold Fails: 0
  • Worst-margin pin slew: 1.20 ns
  • Unrepaired setup endpoints after global routing: false
  • Slew Limit Headroom: between 10% and 20%
  • Clock tree skew after final layout: approximately 0.083 ns
  • Final setup viols: 0

Placed design
  • Post-detailed-placement half-perimeter wirelength: 528000 µm
  • Global placer's final weighted congestion: 0.961
  • Number of port buffers: 38
  • Placed cell count: between 20000 and 25000

Min path
  • Class of the tightest hold or removal check: reg -> reg
  • Hold Path Origin: write_index[7]

Run
  • Number of OpenROAD warnings: 67
  • Max Cap Viol: 0
power breakdown:
part / internal, mW / total [mW] / switching (mW)
Sequential: 1.61 / 1.62 / 0.0112
Clock: 0.692 / 1.23 / 0.539
Combinational: 0.431 / 1.28 / 0.848
sequential cells by signal, indices dropped and copies added (netlist names):
register      count
high_ram.ram   3584
low_ram.q         7
write_index       9
read_index        9
high_ram.q        7
low_ram.ram    3584
worst max-delay path: stages:
cell,delay (ns)
sky130_fd_sc_hd__buf_2,0.08
sky130_fd_sc_hd__buf_4,0.43
sky130_fd_sc_hd__buf_4,0.43
sky130_fd_sc_hd__nand3_2,0.59
sky130_fd_sc_hd__buf_4,0.47
sky130_fd_sc_hd__buf_4,0.29
sky130_fd_sc_hd__nor2_1,0.75
sky130_fd_sc_hd__buf_4,0.33
stage by stage:
stage	total power [mW]	setup WS, ns	cell area, µm²	hold WS, ns
final	4.13	163.78	318000	0.564
after global routing	4.25	163.83	318000	0.601
after CTS	4.13	164.04	318000	0.565
after detailed placement	2.91	162.90	296000	0.552
after global placement	2.91	162.93	296000	0.546
after floorplan	2.43	164.42	282000	0.541
cell usage in the layout (no fill, tap or decap), types with 17 or more instances in the layout:
master | synthesis | final
sky130_fd_sc_hd__a211oi_1 | 52 | 50
sky130_fd_sc_hd__a21o_1 | 17 | 17
sky130_fd_sc_hd__a21oi_1 | 340 | 340
sky130_fd_sc_hd__a22oi_1 | 36 | 36
sky130_fd_sc_hd__a31oi_1 | 68 | 68
sky130_fd_sc_hd__and2_1 | 20 | 21
sky130_fd_sc_hd__and3_1 | 28 | 27
sky130_fd_sc_hd__buf_12 | 48 | 20
sky130_fd_sc_hd__buf_4 | 60 | 1073
sky130_fd_sc_hd__bufinv_16 | 0 | 56
sky130_fd_sc_hd__clkbuf_1 | 260 | 165
sky130_fd_sc_hd__clkbuf_16 | 0 | 707
sky130_fd_sc_hd__clkdlybuf4s50_1 | 0 | 23
sky130_fd_sc_hd__clkinv_1 | 1 | 160
sky130_fd_sc_hd__clkinv_2 | 0 | 96
sky130_fd_sc_hd__dfxtp_1 | 32 | 24
sky130_fd_sc_hd__diode_2 | 0 | 132
sky130_fd_sc_hd__edfxtp_1 | 7168 | 7168
sky130_fd_sc_hd__inv_1 | 18 | 17
sky130_fd_sc_hd__inv_6 | 0 | 24
sky130_fd_sc_hd__mux2_2 | 23 | 23
sky130_fd_sc_hd__mux2i_1 | 1296 | 1296
sky130_fd_sc_hd__mux4_1 | 147 | 147
sky130_fd_sc_hd__mux4_2 | 1039 | 1039
sky130_fd_sc_hd__nand2_1 | 259 | 250
sky130_fd_sc_hd__nand3_1 | 100 | 74
sky130_fd_sc_hd__nand4_1 | 43 | 43
sky130_fd_sc_hd__nor2_1 | 724 | 711
sky130_fd_sc_hd__nor3_1 | 139 | 136
sky130_fd_sc_hd__nor4_1 | 33 | 28
sky130_fd_sc_hd__o211ai_1 | 21 | 21
sky130_fd_sc_hd__o21a_1 | 23 | 23
sky130_fd_sc_hd__o21ai_0 | 198 | 193
sky130_fd_sc_hd__o221ai_1 | 459 | 459
sky130_fd_sc_hd__o22ai_1 | 386 | 386
kinds of logic (layout without fill, tap and decap cells):
kind of cell               after synthesis  after routing
and+or+nand+nor                       1427           1427
DFF                                   7200           7200
adders and majority gates               13             13
xor gates and xnor gates                14             14
muxes                                 2505           2505
AOI/OAI and AO/OA                     1754           1754
other                                    1            142
buffers and inverters                  884           2389
layer usage:
metal	vias to the layer above	GRT usage (%)	wire length [µm]
met2	8900	35.4	370000
met3	1500	22.1	164000
met1	72400	29.2	255000
met4	93	9.12	39100
li1	59900	-	-
met5	-	1.55	1660
how the worst min path moves through the flow:
stage / endpoint / cells after the start
6_report: write_index[7] / 1
4_1_cts: write_index[7] / 1
5_1_grt: write_index[7] / 1
area by class of cell:
class / instances / area [µm²]
sequential: 7200 / 216000
clock inverter: 366 / 3380
timing repair buffer: 1131 / 8900
fill: 57900 / 385000
multi-input combinational: 5723 / 59600
inverter: 20 / 90.1
antenna: 132 / 330
tap: 9300 / 11600
clock buffer: 872 / 18300
Power is estimated from default activity; no workload was simulated.
