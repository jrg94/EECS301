### design/flow/design.v
module Brake_Light_Machine
		(
			input CLOCK,
			input BRAKE,
			input [2 : 0] L_SIGNAL,
			input [2 : 0] R_SIGNAL,
			output reg [2 : 0] L_LIGHTS,
			output reg [1 : 0] C_LIGHTS,
			output reg [2 : 0] R_LIGHTS
		);
parameter idle = 0, breakInitial = 1, break1 = 2, break2 = 3;
reg [2 : 0] state, next_state;
reg [1 : 0] counter;
reg brake_active;		
always @( * ) begin
	case (state)
		idle:
			if (BRAKE == 1) begin
				next_state <= breakInitial;
				brake_active <= 1;
			end
			else begin
				next_state <= idle;
				brake_active <= 0;
			end
		breakInitial:
			if (BRAKE == 1) begin
				next_state <= breakInitial;
				brake_active <= 1;
			end
			else begin
				next_state <= break1;
				brake_active <= 1;
			end
		break1:
			if (BRAKE == 1) begin
				next_state <= breakInitial;
				brake_active <= 1;
			end
			else begin
				next_state <= break2;
				brake_active <= 1;
			end
		break2:
			if (BRAKE == 1) begin
				next_state <= breakInitial;
				brake_active <= 1;
			end
			else begin
				next_state <= idle;
				brake_active <= 0;
			end
	endcase
end
always @( * ) begin
	if (brake_active == 1) begin
		integer i;
		for (i = 2; i >= 0; i = i - 1) begin
          L_LIGHTS[i] <= !L_SIGNAL[i];
			 R_LIGHTS[i] <= !R_SIGNAL[i];
		end
		C_LIGHTS <= 2'b11;
	end
	else begin
		L_LIGHTS <= L_SIGNAL;
		C_LIGHTS <= 2'b00;
		R_LIGHTS <= R_SIGNAL;
	end
end
always @(posedge CLOCK) begin
	state <= next_state;
end		
endmodule
module Turn_Signal_Machine
		(
			input CLOCK,
			input LEFT,
			input RIGHT,
			output reg [ 2 : 0 ] L_SIGNAL,
			output reg [ 2 : 0 ] R_SIGNAL,
			output reg ERROR
		);
parameter idle = 0, err = 1, left1A = 2, left1B = 3, left1C = 4, left2A = 5, left2B = 6, left2C = 7, 
			 left3A = 8, left3B = 9, left3C = 10, right1A = 11, right1B = 12, right1C = 13, right2A = 14,
			 right2B = 15, right2C = 16, right3A = 17, right3B = 18, right3C = 19;
reg [ 4: 0 ] state, next_state;
always @( * ) begin
	case (state)
		idle:  
			if (LEFT == 1 && RIGHT != 1) begin
				next_state <= left1A;
			end
			else if (RIGHT == 1 && LEFT != 1) begin
				next_state <= right1A;
			end
			else if (RIGHT == 1 && LEFT == 1) begin
				next_state <= err;
			end
			else begin
				next_state <= idle;
			end
		err:  
			if (LEFT == 0 || RIGHT == 0) begin
				next_state <= idle;
			end
			else begin 
				next_state <= err;
			end
		left1A:
			next_state <= left1B;
		left1B:
			next_state <= left1C;
		left1C:  
			if (LEFT == 1 && RIGHT == 0) begin
				next_state <= left2A;
			end
			else if (LEFT == 1 && RIGHT == 1) begin
				next_state <= err;
			end
			else begin
				next_state <= idle;
			end
		left2A:
			next_state <= left2B;
		left2B:
			next_state <= left2C;
		left2C:  
			if (LEFT == 0) begin
				next_state <= idle;
			end
			else if (LEFT == 1 && RIGHT == 1) begin
				next_state <= err;
			end
			else begin
				next_state <= left3A;
			end
		left3A:
			next_state <= left3B;
		left3B:
			next_state <= left3C;
		left3C:  
			if (LEFT == 1 && RIGHT == 1) begin
				next_state <= err;
			end
			else begin
				next_state <= idle;
			end
		right1A:
			next_state <= right1B;
		right1B:
			next_state <= right1C;
		right1C:  
			if (RIGHT == 1 && LEFT != 1) begin
				next_state <= right2A;
			end
			else if (LEFT == 1 && RIGHT == 1) begin
				next_state <= err;
			end
			else begin
				next_state <= idle;
			end
		right2A:
			next_state <= right2B;
		right2B:
			next_state <= right2C;
		right2C:  
			if (RIGHT == 1 && LEFT != 1) begin
				next_state <= right3A;
			end
			else if (LEFT == 1 && RIGHT == 1) begin
				next_state <= err;
			end
			else begin
				next_state <= idle;
			end
		right3A:
			next_state <= right3B;
		right3B:
			next_state <= right3C;
		right3C:  
				if (LEFT == 1 && RIGHT == 1) begin
					next_state <= err;
				end
				else begin
					next_state <= idle;
				end
	endcase
end
always @ ( * ) begin
	case (state)
		idle: begin
			L_SIGNAL <= 3'b000;
			R_SIGNAL <= 3'b000;
			ERROR <= 1;
		end
		err: begin
			L_SIGNAL <= 3'b000;
			R_SIGNAL <= 3'b000;
			ERROR <= 0;
		end
		left1A: begin
			L_SIGNAL <= 3'b001;
			R_SIGNAL <= 3'b000;
			ERROR <= 1;
		end
		left1B: begin
			L_SIGNAL <= 3'b001;
			R_SIGNAL <= 3'b000;
			ERROR <= 1;
		end
		left1C: begin
			L_SIGNAL <= 3'b001;
			R_SIGNAL <= 3'b000;
			ERROR <= 1;
		end
		left2A: begin
			L_SIGNAL <= 3'b011;
			R_SIGNAL <= 3'b000;
			ERROR <= 1;
		end
		left2B: begin
			L_SIGNAL <= 3'b011;
			R_SIGNAL <= 3'b000;
			ERROR <= 1;
		end
		left2C: begin
			L_SIGNAL <= 3'b011;
			R_SIGNAL <= 3'b000;
			ERROR <= 1;
		end
		left3A: begin
			L_SIGNAL <= 3'b111;
			R_SIGNAL <= 3'b000;
			ERROR <= 1;
		end
		left3B: begin
			L_SIGNAL <= 3'b111;
			R_SIGNAL <= 3'b000;
			ERROR <= 1;
		end
		left3C: begin
			L_SIGNAL <= 3'b111;
			R_SIGNAL <= 3'b000;
			ERROR <= 1;
		end
		right1A: begin
			R_SIGNAL <= 3'b100;
			L_SIGNAL <= 3'b000;
			ERROR <= 1;
		end
		right1B: begin
			R_SIGNAL <= 3'b100;
			L_SIGNAL <= 3'b000;
			ERROR <= 1;
		end
		right1C: begin
			R_SIGNAL <= 3'b100;
			L_SIGNAL <= 3'b000;
			ERROR <= 1;
		end
		right2A: begin
			R_SIGNAL <= 3'b110;
			L_SIGNAL <= 3'b000;
			ERROR <= 1;
		end
		right2B: begin
			R_SIGNAL <= 3'b110;
			L_SIGNAL <= 3'b000;
			ERROR <= 1;
		end
		right2C: begin
			R_SIGNAL <= 3'b110;
			L_SIGNAL <= 3'b000;
			ERROR <= 1;
		end
		right3A: begin
			R_SIGNAL <= 3'b111;
			L_SIGNAL <= 3'b000;
			ERROR <= 1;
		end
		right3B: begin
			R_SIGNAL <= 3'b111;
			L_SIGNAL <= 3'b000;
			ERROR <= 1;
		end
		right3C: begin
			R_SIGNAL <= 3'b111;
			L_SIGNAL <= 3'b000;
			ERROR <= 1;
		end
	endcase
end
always @(posedge CLOCK) begin
	state <= next_state;
end
endmodule
module lab1
       (
           input CLOCK_50,
           input CLOCK_50_2,
           input [ 2: 0 ] BUTTON,
           input [ 9: 0 ] SW,
           output [ 6: 0 ] HEX0_D,
           output HEX0_DP,            
           output [ 6: 0 ] HEX1_D,
           output HEX1_DP,            
           output [ 6: 0 ] HEX2_D,
           output HEX2_DP,            
           output [ 6: 0 ] HEX3_D,
           output HEX3_DP,            
           output [ 9: 0 ] LEDG
       );
reg [24 : 0] counter;
reg clk3hz;
wire [2 : 0] leftSignal;
wire [2 : 0] rightSignal;
assign HEX0_D = 7'b1111111;
assign HEX1_D = 7'b1111111;
assign HEX2_D = 7'b1111111;
assign HEX3_D = 7'b1111111;
assign HEX1_DP = 1;
assign HEX2_DP = 1;
assign LEDG[3] = 0;
assign LEDG[6] = 0;
assign HEX3_DP = !clk3hz;
Turn_Signal_Machine turnSignal(clk3hz, SW[1], SW[0], leftSignal, rightSignal, HEX0_DP);
Brake_Light_Machine brakeLight(clk3hz, !BUTTON[2], leftSignal, rightSignal, LEDG[9 : 7], LEDG[5 : 4], LEDG[2 : 0]);
always @(posedge CLOCK_50) begin
	counter <= counter + 1;
	clk3hz <= counter[24];
end
endmodule
### design/flow/run.sh
#!/bin/bash
# OpenROAD 26Q1-2900-gdf79404cd8, Yosys 0.63+post, stock flow scripts
make -C /OpenROAD-flow-scripts/flow DESIGN_CONFIG=/design/flow/config.mk WORK_HOME=/design/flow/orfs finish
### design/flow/config.mk
export PLATFORM = sky130hd
export DESIGN_NAME = lab1
export DESIGN_NICKNAME = lab1
export VERILOG_FILES = /design/flow/design.v
export SDC_FILE = /design/flow/constraint.sdc
export NUM_CORES = 4
export LEC_CHECK = 1
export CORE_UTILIZATION = 30
### design/flow/constraint.sdc
current_design lab1

set clk_period 4.2
set clk_io_pct 0.2

create_clock -name clk0 -period $clk_period [get_ports {CLOCK_50}]

set non_clock_inputs [all_inputs -no_clocks]
set_input_delay [expr $clk_period * $clk_io_pct] -clock clk0 $non_clock_inputs
set_output_delay [expr $clk_period * $clk_io_pct] -clock clk0 [all_outputs]
==> impl_metrics.env <==
# implementation run metrics
export IMPL_hold_violation_count_in_the_final_report=0
export IMPL_min_period_over_period_pct=80.91
export IMPL_power_density_nw_per_um2=196.9
export IMPL_ys_flop_type="sky130_fd_sc_hd__dfxtp_1"
export IMPL_global_route_total_overflow=0
export IMPL_maxSlewHeadroom_pct=61.44
export IMPL_asyncSetResetFlopFracSynth_pct=0
export IMPL_yosys_area_top_type="sky130_fd_sc_hd__dfxtp_1"
export IMPL_max_freq_ghz=0.2943
export IMPL_warning_count=43
export IMPL_grt_antenna_before_repair=0
export IMPL_fp_utilization_pct=30.82
export IMPL_clock_skew_ns=0.006518
export IMPL_synth_top_area_share_pct=29.71
export IMPL_timing_worst_setup_path_type="input port to output port"
export IMPL_routed_via_count=1399
export IMPL_drc=0
export IMPL_post_cts_setup_buffers=0
export IMPL_wirelength_um=2993
export IMPL_vias_in_the_first_global_route=1167
export IMPL_cts_tree="built"
export IMPL_clock_tree_buffer_depth=2
export IMPL_timing_final_setup_violations=0
export IMPL_yosys_cell_types_count=50
export IMPL_worst_hold_path_type="register to register"
export IMPL_dp_hpwl_um=2181
export IMPL_cp_required_ns=3.36
export IMPL_cp_cell_sequence="clkdlybuf4s50_1 > nand2b_1 > dlxtn_1 > xor2_1 > clkdlybuf4s50_1"
export IMPL_unclocked_pins=22
export IMPL_final_layout_size_suffix_gt1_share_pct=4.382
export IMPL_slew_viol_final=0
export IMPL_cts_inserted_buffers=3
export IMPL_die_area_um2=7760
export IMPL_slowest_stage="sky130_fd_sc_hd__dlxtn_1"
export IMPL_groute_usage_overall_pct=7.735
export IMPL_placed_cells=346
export IMPL_critPathMaxStageDelay_ns=0.54
export IMPL_number_of_unconstrained_endpoints=23
export IMPL_setup_total_negative_slack_ns=0
export IMPL_pin_count_of_the_biggest_net_entering_global_routing=20
export IMPL_place_congestion=0.7774
export IMPL_htree_num_levels=1
export IMPL_final_antenna_net_count=0
export IMPL_post_synth_tally_of_flip_flops_with_integrated_enable=0
export IMPL_die_y_um=88.09
export IMPL_setup_repair_after_global_routing_missed_its_margin="no"
export IMPL_fp_coreArea_um2=7214
export IMPL_die_width_um=88.09
export IMPL_critical_path_startpoint_type="input port"
export IMPL_path_clk_slew_ns=0.09
export IMPL_top_cell="sky130_fd_sc_hd__buf_4"
export IMPL_worst_pin_slew_ns=0.5776
export IMPL_final_instance_count_excl_fill=350
export IMPL_route_detailed_wl_per_inst_um=8.551
export IMPL_post_drt_via_cell_ratio=3.997
export IMPL_numSynthFlops=48
export IMPL_ys_cells=243
export IMPL_global_route_wire_length_before_repair_um=4912
export IMPL_synthToLayoutAreaGrowth_pct=6.922
export IMPL_num_io_pins=57
export IMPL_synth_cell_area_um2=2223
export IMPL_detailedRoute_firstIterationViolations=44
export IMPL_critical_path_capture_point_type="output port"
export IMPL_synth_instances=243
export IMPL_holdWs_ns=0.3678
export IMPL_fp_row_count=31
export IMPL_most_common_cell_on_crit_path="sky130_fd_sc_hd__clkdlybuf4s50_1"
export IMPL_path_max_fanout=8
export IMPL_yosysWarningCount=3
export IMPL_synthesized_chip_area_reported_by_yosys_um2=2223
export IMPL_leakagePower_nw=1.012
export IMPL_cts_root_buf="sky130_fd_sc_hd__clkbuf_8"
export IMPL_cts_hold_fix_buffers=0
export IMPL_clock_latency_ns=0.27
export IMPL_insertedDiodeCount=0
export IMPL_cap_viol_max_count=0
export IMPL_run_status="complete, no violations"
export IMPL_synth_area_per_cell_um2=9.150
export IMPL_dr_pass1_iters=4
export IMPL_period_needed_ns=3.398
export IMPL_postCtsResizedCells=0
export IMPL_synthTopCellsByArea="sky130_fd_sc_hd__dfxtp_1 (30%), sky130_fd_sc_hd__buf_4 (11%), sky130_fd_sc_hd__dlxtn_1 (10%)"
export IMPL_ir_drop_mv=0.1806
export IMPL_portBuffers=13
export IMPL_common_cells="sky130_fd_sc_hd__buf_4 (34), sky130_fd_sc_hd__dfxtp_1 (33), sky130_fd_sc_hd__xor2_1 (17)"
export IMPL_critical_path_arrival_ns=2.56
==> placed cells by master (no fill, tap or decap), types with 2 or more instances in the layout <==
| cell type | n |
|---|---|
| sky130_fd_sc_hd__xor2_1 | 17 |
| sky130_fd_sc_hd__nand3_1 | 8 |
| sky130_fd_sc_hd__a21oi_1 | 4 |
| sky130_fd_sc_hd__ha_1 | 9 |
| sky130_fd_sc_hd__inv_1 | 9 |
| sky130_fd_sc_hd__and3_1 | 4 |
| sky130_fd_sc_hd__nand2_1 | 15 |
| sky130_fd_sc_hd__nand4_1 | 4 |
| sky130_fd_sc_hd__nand2b_1 | 3 |
| sky130_fd_sc_hd__nor2b_1 | 7 |
| sky130_fd_sc_hd__o211ai_1 | 2 |
| sky130_fd_sc_hd__or2_1 | 2 |
| sky130_fd_sc_hd__o221ai_1 | 2 |
| sky130_fd_sc_hd__dfxtp_1 | 33 |
| sky130_fd_sc_hd__nor2_1 | 13 |
| sky130_fd_sc_hd__o21ai_1 | 4 |
| sky130_fd_sc_hd__xnor2_1 | 13 |
| sky130_fd_sc_hd__conb_1 | 35 |
| sky130_fd_sc_hd__nor4_2 | 2 |
| sky130_fd_sc_hd__clkbuf_8 | 3 |
| sky130_fd_sc_hd__dlxtn_1 | 15 |
| sky130_fd_sc_hd__clkdlybuf4s50_1 | 13 |
| sky130_fd_sc_hd__a211oi_1 | 3 |
| sky130_fd_sc_hd__and4_1 | 3 |
| sky130_fd_sc_hd__nor3_1 | 4 |
==> report_power, final <==
part | switching (mW) | internal, mW
registers | 0.000730 | 0.248
logic | 0.00724 | 0.00952
clock network | 0.0750 | 0.127
==> path summary, 6_finish.rpt <==
kind	to	slack, ns	depth (start not counted)	startpoint
hold / removal	clk3hz$_DFF_P_	0.37	0	counter[24]$_DFF_P_
setup reg to reg	counter[24]$_DFF_P_	2.43	5	counter[0]$_DFF_P_
setup / recovery	LEDG[9]	0.80	5	BUTTON[2]
hold reg to reg	clk3hz$_DFF_P_	0.37	0	counter[24]$_DFF_P_
==> per-layer routing <==
layer	vias up	wire length, µm	track usage, %
met1	615	1574	11.11
met5	-	0	0
met4	0	0	0.5865
met2	30	1336	13.39
li1	754	-	-
met3	0	81	0.7634
==> cell families after synthesis <==
group	count (synthesis)	synth area share, %
latches	15	10.13
and+or+nand+nor	75	19.30
adders and majority gates	9	5.065
muxes	1	0.5064
DFF	33	29.71
xor gates and xnor gates	30	11.82
other	2	0.3378
buffers and inverters	52	14.97
AOI/OAI and AO/OA	26	8.161
==> stage by stage <==
step / util (%) / cell area (µm²) / setup slack, ns / total power, mW
finish: 32.95 / 2377 / 0.8018 / 0.4681
global route: 32.95 / 2377 / 0.7018 / 0.4882
CTS: 32.95 / 2377 / 0.7739 / 0.4727
detailed placement: 31.96 / 2306 / 0.7791 / 0.2720
global placement: 31.96 / 2306 / 0.7924 / 0.2722
floorplan: - / 2347 / 1.709 / 0.2837
==> registers in the layout (all words and copies together), names as in the netlist <==
| name | flops |
|---|---|
| counter | 25 |
| turnSignal.next_state | 5 |
| turnSignal.state | 5 |
| turnSignal.L_SIGNAL | 3 |
| turnSignal.R_SIGNAL | 3 |
| brakeLight.next_state | 2 |
| brakeLight.state | 2 |
| brakeLight.brake_active | 1 |
| clk3hz | 1 |
| turnSignal.ERROR | 1 |
==> critical path, delay by kind of cell <==
family        cells  cell delay [ns]
xor+xnor          1             0.18
buf+inv           2             0.91
simple gates      1             0.08
latches           1             0.54
==> final cells by class <==
cell class	count	area [µm²]
Multi-Input combinational cell	176	1129
Clock inverter	1	30.03
Fill cell	755	4837
Inverter	10	37.54
Sequential cell	48	885.9
Tap cell	99	123.9
Clock buffer	3	41.29
Timing Repair Buffer	13	130.1
Power and IR drop assume default switching activity.
